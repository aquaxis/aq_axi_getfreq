## design/flow/run.sh

```bash
#!/bin/bash
# OpenROAD 26Q1-2900-gdf79404cd8, Yosys 0.63+post, stock flow scripts
make -C /OpenROAD-flow-scripts/flow DESIGN_CONFIG=/design/flow/config.mk WORK_HOME=/design/flow/orfs finish
```

## design/flow/config.mk

```make
export PLATFORM = sky130hd
export DESIGN_NAME = aq_axi_getfreq
export DESIGN_NICKNAME = aq_axi_getfreq
export VERILOG_FILES = /design/flow/design.v
export SDC_FILE = /design/flow/constraint.sdc
export NUM_CORES = 4
export LEC_CHECK = 1
export CORE_UTILIZATION = 40
```

## design/flow/constraint.sdc

```tcl
current_design aq_axi_getfreq

set clk_period 5.2
set clk_io_pct 0.2

create_clock -name clk0 -period $clk_period [get_ports {ACLK}]
create_clock -name clk1 -period $clk_period [get_ports {EXT_CLK}]

set non_clock_inputs [all_inputs -no_clocks]
set_input_delay [expr $clk_period * $clk_io_pct] -clock clk0 $non_clock_inputs
set_output_delay [expr $clk_period * $clk_io_pct] -clock clk0 [all_outputs]
```

## design/flow/design.v

```verilog
module aq_axi_getfreq
(
  input         ARESETN,
  input         ACLK,
  input [31:0]  S_AXI_AWADDR,
  input [3:0]   S_AXI_AWCACHE,
  input [2:0]   S_AXI_AWPROT,
  input         S_AXI_AWVALID,
  output        S_AXI_AWREADY,
  input [31:0]  S_AXI_WDATA,
  input [3:0]   S_AXI_WSTRB,
  input         S_AXI_WVALID,
  output        S_AXI_WREADY,
  output        S_AXI_BVALID,
  input         S_AXI_BREADY,
  output [1:0]  S_AXI_BRESP,
  input [31:0]  S_AXI_ARADDR,
  input [3:0]   S_AXI_ARCACHE,
  input [2:0]   S_AXI_ARPROT,
  input         S_AXI_ARVALID,
  output        S_AXI_ARREADY,
  output [31:0] S_AXI_RDATA,
  output [1:0]  S_AXI_RRESP,
  output        S_AXI_RVALID,
  input         S_AXI_RREADY,
  input         EXT_CLK
);
  localparam S_IDLE   = 2'd0;
  localparam S_WRITE  = 2'd1;
  localparam S_WRITE2 = 2'd2;
  localparam S_READ   = 2'd3;
  reg [1:0]     state;
  reg           reg_rnw;
  reg [31:0]    reg_addr, reg_wdata;
  reg [3:0]     reg_be;
  reg           reg_wallready;
  wire          local_cs, local_rnw, local_ack;
  wire [3:0]    local_be;
  wire [31:0]   local_addr, local_wdata, local_rdata;
  always @( posedge ACLK or negedge ARESETN ) begin
    if( !ARESETN ) begin
      state         <= S_IDLE;
      reg_rnw       <= 1'b0;
      reg_addr      <= 32'd0;
      reg_wdata     <= 32'd0;
      reg_be        <= 4'd0;
      reg_wallready <= 1'b0;
    end else begin
      if( S_AXI_WVALID ) begin
        reg_wdata     <= S_AXI_WDATA;
        reg_be        <= S_AXI_WSTRB;
        reg_wallready <= 1'b1;
      end else if( local_ack & S_AXI_BREADY ) begin
        reg_wallready <= 1'b0;
      end
      case( state )
        S_IDLE: begin
          if( S_AXI_AWVALID ) begin
            reg_rnw   <= 1'b0;
            reg_addr  <= S_AXI_AWADDR;
            state     <= S_WRITE;
          end else if( S_AXI_ARVALID ) begin
            reg_rnw   <= 1'b1;
            reg_addr  <= S_AXI_ARADDR;
            state     <= S_READ;
          end
        end
        S_WRITE: begin
          if( reg_wallready ) begin
            state     <= S_WRITE2;
          end
        end
        S_WRITE2: begin
          if( local_ack & S_AXI_BREADY ) begin
            state     <= S_IDLE;
          end
        end
        S_READ: begin
          if( local_ack & S_AXI_RREADY ) begin
            state     <= S_IDLE;
          end
        end
        default: state <= S_IDLE;
      endcase
    end
  end
  assign S_AXI_AWREADY  = ( state == S_WRITE || state == S_IDLE )?1'b1:1'b0;
  assign S_AXI_WREADY   = ( state == S_WRITE || state == S_IDLE )?1'b1:1'b0;
  assign S_AXI_BVALID   = ( state == S_WRITE2 )?local_ack:1'b0;
  assign S_AXI_BRESP    = 2'b00;
  assign S_AXI_ARREADY  = ( state == S_READ  || state == S_IDLE )?1'b1:1'b0;
  assign S_AXI_RVALID   = ( state == S_READ )?local_ack:1'b0;
  assign S_AXI_RRESP    = 2'b00;
  assign S_AXI_RDATA    = ( state == S_READ )?local_rdata:32'd0;
  wire          wr_ena, rd_ena, wr_ack;
  reg           rd_ack;
  reg [31:0]    reg_rdata;
  assign local_cs           = (( state == S_WRITE2 )?1'b1:1'b0) | (( state == S_READ )?1'b1:1'b0) | 1'b0;
  assign local_rnw          = reg_rnw;
  assign local_addr[31:0]   = reg_addr[31:0];
  assign local_be[3:0]      = reg_be[3:0];
  assign local_wdata[31:0]  = reg_wdata[31:0];
  assign local_ack          = wr_ack | rd_ack;
  assign local_rdata[31:0]  = reg_rdata[31:0];
  assign wr_ena = (local_cs & ~local_rnw)?1'b1:1'b0;
  assign rd_ena = (local_cs &  local_rnw)?1'b1:1'b0;
  assign wr_ack = wr_ena;
   localparam A_STATUS     = 8'h00;
   localparam A_FREQ       = 8'h04;
   localparam A_TESTDATA   = 8'h24;
   localparam A_DEBUG      = 8'h28;
  reg           reg_master_reset;
  reg [31:0]  reg_freq_count;
  reg [31:0]  reg_test;
   always @(posedge ACLK or negedge ARESETN) begin
      if(!ARESETN) begin
         reg_master_reset   <= 1'b0;
         reg_test <= 32'd0;
      end else begin
         if(wr_ena) begin
            case(local_addr[7:0] & 8'hFC)
              A_STATUS: begin
                 reg_master_reset <= local_wdata[31];
              end
              A_TESTDATA: begin
                 reg_test <= local_wdata[31:0];
              end
              default: begin
              end
            endcase
         end
      end
   end
   always @(posedge ACLK or negedge ARESETN) begin
      if(!ARESETN) begin
         reg_rdata[31:0] <= 32'd0;
         rd_ack <= 1'b0;
      end else begin
         rd_ack <= rd_ena;
         if(rd_ena) begin
            case(local_addr[7:0] & 8'hFC)
              A_STATUS:   reg_rdata[31:0] <= {reg_master_reset, 31'd0};
              A_FREQ:     reg_rdata[31:0] <= reg_freq_count[31:0];
              A_TESTDATA: reg_rdata[31:0] <= reg_test[31:0];
              default:    reg_rdata[31:0] <= 32'd0;
            endcase
         end else begin
            reg_rdata[31:0] <= 32'd0;
         end
      end
   end
  reg [31:0] reg_100m_count;
  wire detect_freq;
  always @(posedge ACLK) begin
    if(reg_master_reset) begin
      reg_100m_count <= 32'd0;
    end else begin
      if(reg_100m_count < 32'd100000000) begin
        reg_100m_count <= reg_100m_count +1;
      end
    end
  end
  assign detect_freq = (reg_100m_count >=32'd100000000)?1'b1:1'b0;
  always @(posedge EXT_CLK) begin
    if(reg_master_reset) begin
      reg_freq_count <= 32'd0;
    end else begin
      if(!detect_freq) begin
        reg_freq_count <= reg_freq_count +1;
      end
    end
  end
endmodule
```

==> Changelog: implementation <==
## Implementation

* Status: finished clean
* Post-Route WL at 15600 um
* R2R depth at 6
* Die Span Y at 139 um
* Total Routing Usage GR at 17.5%
* CTS Hold Bufs at 0
* Vias in the first global route at 5324
* Total power at 3840 uW
* Distinct lib cells used at 46
* IO buf count at 87
* Ys cells at 709
* Clock Skews at 0.00596 ns
* Worst setup path startpoint: reg_100m_count[10]$_SDFFE_PP0N_
* Pleak at 0.00363 uW
* 1st-iter DRT viols at 357
* Worst Setup Start Kind: flop
* Post-synthesis cell count at 709
* Setup CP Type: flop to flop
* Share of post-route cells with drive strength above 1 at 15.4%
* Power per Cell Area at 414 nW/um^2
* WHS at 0.422 ns
* IO Count at 163
* ANT nets after route at 0
* Setup TNS Final at 0 ns
* Worst setup path end: reg_freq_count[21]$_SDFFE_PP0N_
* EDFF count, synth at 0
* Final setup viols at 0
* Ys flop type: dfrtp_1
* Initial antenna violation count at 0
* FF-to-FF Start: reg_100m_count[10]$_SDFFE_PP0N_
* Place WS at 2.30 ns
* Die width at 139 um
* Tool warning count at 98
* Via/cell ratio at 5.31
* Max cap viols at 0
* Worst VDD drop at 0.238 mV
* Worst EP arrival at 3.22 ns
* Gr ovfl total at 0
* CTS resizes at 0
* Avg WL per Cell at 15.1 um
* First-pass DRT Iterations at 29
* DP HPWL at 9980 um
* Reg2Reg Setup Slack at 2.19 ns
* CP required at 5.40 ns
* Worst-path clk slew at 0.06 ns
* Core footprint at 18100 sq um
* Yosys warns at 1
* CTS tree: built
* FILL cells at 1519
* Final core utilization at 51.2%
* Worst r2r dst: reg_freq_count[21]$_SDFFE_PP0N_
* Fp_density at 41.2%
* Pin slew with the least headroom to its limit at 0.690 ns
* CTS sink cnt at 174
* # rows at 49
* Post-synth area from yosys stat at 7470 sq um
* First-pass GRT wire length at 26700 um
* Final Worst Setup Slack at 2.19 ns
* Residual DRC at 0
* DIE AREA at 19200 sq um
* Fin. max-slew vios at 0
* Worst hold-check path type: flop to flop
* Ant. Diodes at 0
* Final Hold Vio Count at 0
* Seq/Total Area, Yosys at 54.0%
* Ys flops at 174
* CP endpoint kind: flop
* RSZ-0062 raised after global routing: false
* CP max FO at 28
* Syn Area/Cell at 10.5 sq um
* Area delta synth->final at 24.3%
* # Post-CTS Setup Buffers at 0
* Rel. slew slack at 53.6%
* Largest net degree at the start of global routing at 68
* Cell area after synthesis at 7470 sq um
* Placer Congestion at 0.814
* FFs w/ async S/R, synth at 63.2%
* Routed vias at 5466
[logic make-up (layout without fill, tap and decap cells)]
kind of cell,after synthesis,count (layout),synth area share [%]
xor gates and xnor gates,33,33,3.87
other,1,4,0.0502
DFF,174,174,54.0
and+or+nand+nor,242,242,16.9
muxes,68,68,10.2
AOI/OAI and AO/OA,133,133,11.3
adders and majority gates,3,3,0.502
buffers and inverters,55,144,3.12
[cells in the final DEF, fill, tap and decap left out, types with 11 or more instances in the layout]
master / synthesis / layout
a21oi_1: 46 / 45
o21ai_0: 17 / 17
a22oi_1: 33 / 33
and2_1: 33 / 33
or3_1: 15 / 15
dfxtp_1: 64 / 64
mux2_2: 68 / 68
nor2_1: 77 / 76
o22ai_1: 11 / 11
nand3_1: 21 / 21
nand2_1: 34 / 34
nand4_1: 13 / 13
clkbuf_16: 0 / 22
clkdlybuf4s50_1: 0 / 86
xnor2_1: 33 / 33
dfrtp_1: 109 / 108
[per-layer routing]
metal	share of wire [%]	GRT usage (%)
met1	48	27.3
met5	0	0
met3	4.9	4.33
met2	45	26.4
met4	1.9	2.81
[through the flow]
| step | instance area [sq um] | instances |
|---|---|---|
| floorplan | 7480 | 712 |
| global placement | 8510 | 990 |
| detailed placement | 8510 | 990 |
| CTS | 9280 | 1030 |
| global route | 9280 | 1030 |
| finish | 9280 | 1030 |
[area by class of cell]
class / instances / area, sq um / area share, %
clock buffers: 28 / 603 / 6.50
flip-flops and latches: 174 / 4040 / 43.5
inverters: 8 / 30.0 / 0.323
multi-input cells: 483 / 3220 / 34.7
clock inverters: 12 / 171 / 1.85
well taps: 229 / 287 / 3.09
repair buffers: 96 / 936 / 10.1
[power by group]
part	internal [uW]	total, uW	leakage, uW	switching (uW)
sequential	1560	1690	0.00195	136
combinational	270	581	0.00130	311
clock	1010	1570	0.000375	553
[cells in the mapped netlist (all sizes together) (8+ instances only)]
library cell  count  area share (%)
dfrtp           109              37
nor2             77             3.9
mux2             68              10
dfxtp            64              17
a21oi            46             3.1
clkbuf           37             1.9
and2             34             2.9
nand2            34             1.7
a22oi            33             3.3
xnor2            33             3.9
nand3            21             1.4
o21ai            17             1.1
or3              15             1.3
nand4            13             1.1
o22ai            11            0.92
buf              10            0.85
nor2b            10            0.84
and4              8            0.94
inv               8            0.40
nor4              8            0.67
or4               8            0.80
[worst min path at each step]
stage                              startpoint                      end  cells past startpoint  slack [ns]
finish         reg_freq_count[4]$_SDFFE_PP0N_   reg_rdata[4]$_DFF_PN0_                      2        0.42
global route  reg_freq_count[27]$_SDFFE_PP0N_  reg_rdata[27]$_DFF_PN0_                      2        0.47
CTS           reg_freq_count[27]$_SDFFE_PP0N_  reg_rdata[27]$_DFF_PN0_                      2        0.42
[worst max-delay path, stage by stage (launching register included)]
cell,delay (ns)
dfxtp_1,0.35
or4_1,0.54
o211ai_2,0.21
nand4b_4,0.41
a211o_1,0.60
or4_1,0.53
a21oi_1,0.14
[registers in the layout, indices dropped and copies added (netlist names)]
name              cells
state                 4
local_addr            6
reg_rdata            32
reg_master_reset      1
reg_rnw               1
reg_wallready         1
reg_freq_count       32
reg_wdata            32
reg_test             32
reg_100m_count       32
rd_ack                1
Power figures rest on the tool's default switching activity, not on a simulated workload.
